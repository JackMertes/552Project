### config.mk
export PLATFORM = sky130hd
export DESIGN_NAME = control_decode
export DESIGN_NICKNAME = control_decode
export VERILOG_FILES = /design/flow/design.v
export SDC_FILE = /design/flow/constraint.sdc
export NUM_CORES = 4
export LEC_CHECK = 1
export CORE_AREA = 10 10 70 70
export DIE_AREA = 0 0 80 80
### constraint.sdc
current_design control_decode

set clk_period 1.9
set clk_io_pct 0.2

create_clock -name clk0 -period $clk_period

set non_clock_inputs [all_inputs -no_clocks]
set_input_delay [expr $clk_period * $clk_io_pct] -clock clk0 $non_clock_inputs
set_output_delay [expr $clk_period * $clk_io_pct] -clock clk0 [all_outputs]
### design.v
`default_nettype none
module control_decode(
    input  wire [6:0] i_opcode,
    output wire       o_branch,
	output wire       o_jalr,
    output wire       o_memRead,
    output wire       o_memToReg,
    output wire       o_memWrite,
    output wire       o_aluSrc,
    output wire       o_regWrite,
    output wire       o_jump,
    output wire [1:0] o_aluOp,
    output wire       o_lui,
    output wire [5:0] o_format
);
    wire is_rtype  = (i_opcode == 7'b0110011);
    wire is_itype  = (i_opcode == 7'b0010011);
    wire is_load   = (i_opcode == 7'b0000011);
    wire is_store  = (i_opcode == 7'b0100011);
    wire is_branch = (i_opcode == 7'b1100011);
    wire is_lui    = (i_opcode == 7'b0110111);
    wire is_auipc  = (i_opcode == 7'b0010111);
    wire is_jal    = (i_opcode == 7'b1101111);
	wire is_jalr   = (i_opcode == 7'b1100111);
    assign o_branch   = is_branch;
	assign o_jalr     = is_jalr;
    assign o_memRead  = is_load;
    assign o_memToReg = is_load;
    assign o_memWrite = is_store;
    assign o_aluSrc   = is_itype | is_load | is_store | is_lui | is_auipc | is_jal;
    assign o_regWrite = is_rtype | is_itype | is_load | is_lui | is_auipc | is_jal;
    assign o_jump     = is_jal;
    assign o_lui      = is_lui;
    assign o_aluOp =
        (is_branch) ? 2'b01 :
        (is_rtype)  ? 2'b10 :
        (is_itype)  ? 2'b11 :
        2'b00;
    assign o_format =
        (is_rtype)              ? 6'b000001 :
        (is_itype | is_load)    ? 6'b000010 :
        (is_store)              ? 6'b000100 :
        (is_branch)             ? 6'b001000 :
        (is_lui | is_auipc)     ? 6'b010000 :
        (is_jal)                ? 6'b100000 :
        6'b000000;
endmodule
`default_nettype wire
### run.sh
#!/bin/bash
# OpenROAD 26Q1-2900-gdf79404cd8, Yosys 0.63+post, stock flow scripts
make -C /OpenROAD-flow-scripts/flow DESIGN_CONFIG=/design/flow/config.mk WORK_HOME=/design/flow/orfs finish
==> impl_results.html <==
<h2>Synthesis and place &amp; route</h2>
<table>
<tr><th>Metric</th><th>Value</th></tr>
<tr><th colspan="2">Outcome</th></tr>
<tr><td>Status</td><td>completed</td></tr>
<tr><th colspan="2">Finish</th></tr>
<tr><td>Seq cells</td><td>0</td></tr>
<tr><td>Growth of design area from synthesis to finish</td><td>164%</td></tr>
<tr><td>Layout clock buffers</td><td>0</td></tr>
<tr><td>Fraction of final layout cells sized beyond drive strength 1</td><td>61.1%</td></tr>
<tr><td>Summed area of non-filler cells in the final layout</td><td>633 µm²</td></tr>
<tr><td>Core occupancy in the finished layout</td><td>18.5%</td></tr>
<tr><td>Sequential cell area</td><td>0 µm²</td></tr>
<tr><th colspan="2">Synthesis</th></tr>
<tr><td>Tally of unique sky130hd cells used after synthesis</td><td>19</td></tr>
<tr><td>Synthesized netlist cell count</td><td>39</td></tr>
<tr><td>Leading cell types by count after synthesis</td><td>sky130_fd_sc_hd__nor2_1, sky130_fd_sc_hd__nor4_1, sky130_fd_sc_hd__a21oi_1, sky130_fd_sc_hd__nand3_1</td></tr>
<tr><td>Cell area after synthesis</td><td>240 µm²</td></tr>
<tr><td>Sequential share of the synthesized area</td><td>0%</td></tr>
<tr><td>Number of cell instances after yosys synthesis</td><td>39</td></tr>
<tr><td>Biggest area contributors in the synthesized netlist</td><td>sky130_fd_sc_hd__nor3b_2, sky130_fd_sc_hd__nor4_1, sky130_fd_sc_hd__buf_6, sky130_fd_sc_hd__nor2_1, sky130_fd_sc_hd__a21oi_1</td></tr>
<tr><td>Area of the synthesized netlist per yosys stat</td><td>240 µm²</td></tr>
<tr><td>Library cell with the largest summed area after synthesis</td><td>sky130_fd_sc_hd__nor3b_2</td></tr>
<tr><td>Mean instance size in the synthesized netlist</td><td>6.16 µm²</td></tr>
<tr><td>Yosys warning count</td><td>0</td></tr>
<tr><td>Area share of the leading cell type in the synthesized netlist</td><td>10.4%</td></tr>
<tr><td>Library cell with the highest instance count after synthesis</td><td>sky130_fd_sc_hd__nor2_1</td></tr>
<tr><th colspan="2">Job</th></tr>
<tr><td>Maxcap violations</td><td>0</td></tr>
<tr><td>Tool warnings</td><td>33</td></tr>
<tr><th colspan="2">Worst setup path</th></tr>
<tr><td>Critical path start-end classification</td><td>in -&gt; out</td></tr>
<tr><td>Critical path capture point type</td><td>output pin</td></tr>
<tr><td>CP max stage cell</td><td>sky130_fd_sc_hd__or4_4</td></tr>
<tr><td>Arr. time, crit path</td><td>1470 ps</td></tr>
<tr><td>Largest fanout on the critical path</td><td>3</td></tr>
<tr><td>CP peak stage delay</td><td>540 ps</td></tr>
<tr><td>Cells along the critical path</td><td>buf_8 &gt; nand2_4 &gt; or4_4 &gt; buf_6 &gt; nor3b_2 &gt; buf_2</td></tr>
<tr><td>Data required time of the worst path</td><td>1520 ps</td></tr>
<tr><td>Crit start category</td><td>primary input</td></tr>
<tr><th colspan="2">Global route</th></tr>
<tr><td>Antenna violations before repair</td><td>0</td></tr>
<tr><td>Global-route wire length before repair</td><td>1.97 mm</td></tr>
<tr><td>Number of global-route vias before repair</td><td>382</td></tr>
<tr><td>Total global routing track utilization</td><td>3.67%</td></tr>
<tr><td>Remaining global-route overflow</td><td>0</td></tr>
<tr><td>Maximum number of pins on one net before global-route repair</td><td>10</td></tr>
<tr><th colspan="2">Timing</th></tr>
<tr><td>Hold slack</td><td>1140 ps</td></tr>
<tr><td>Unrepaired setup endpoints after global routing</td><td>true</td></tr>
<tr><td>Hold violation count in the final report</td><td>0</td></tr>
<tr><td>Slew HR</td><td>80.2%</td></tr>
<tr><td>Final critical path time including I/O delays and setup</td><td>1850 ps</td></tr>
<tr><td>Pins over their slew limit</td><td>0</td></tr>
<tr><td>Setup Viol. Count Final</td><td>0</td></tr>
<tr><td>Transition time at the pin with the least slew margin</td><td>295 ps</td></tr>
<tr><td>Max Freq</td><td>540 MHz</td></tr>
<tr><td>Share of the clock period used by the worst path after layout</td><td>97.5%</td></tr>
<tr><th colspan="2">Power</th></tr>
<tr><td>Sw Ratio</td><td>45.2%</td></tr>
<tr><td>Switching pwr</td><td>0.0357 mW</td></tr>
<tr><td>Internal power contribution</td><td>0.0432 mW</td></tr>
<tr><td>Lkg Pwr</td><td>0.303 nW</td></tr>
<tr><td>Part of the power in the clock network</td><td>0%</td></tr>
<tr><td>Sequential cell fraction of total power</td><td>0%</td></tr>
<tr><td>Power density of the placed cells</td><td>125 nW/µm²</td></tr>
<tr><td>Fraction of power consumed by combinational cells</td><td>100.0%</td></tr>
<tr><td>Worst IR Drop VDD</td><td>0.0276 mV</td></tr>
<tr><th colspan="2">Drt</th></tr>
<tr><td>Number of optimization iterations in the first detailed-route pass</td><td>4</td></tr>
<tr><td>Routed via count</td><td>409</td></tr>
<tr><td>Routed wire length per instance</td><td>10.9 µm</td></tr>
<tr><td>Routed Wire Length</td><td>1.29 mm</td></tr>
<tr><td>Iter 0 DRT Violations</td><td>31</td></tr>
<tr><td>Vias per inst</td><td>3.47</td></tr>
<tr><td>Diodes inserted</td><td>0</td></tr>
<tr><td>Remaining routing DRC violations</td><td>0</td></tr>
<tr><td>Post-route ant nets</td><td>0</td></tr>
<tr><th colspan="2">Floorplan</th></tr>
<tr><td>Chip area</td><td>6400 µm²</td></tr>
<tr><td>Starting utilization of the core area</td><td>7.03%</td></tr>
<tr><td>Number of I/O pins</td><td>24</td></tr>
<tr><td>Core ar.</td><td>3420 µm²</td></tr>
<tr><td>Height of the die</td><td>80 µm</td></tr>
<tr><td>Horiz. Die Dim</td><td>80 µm</td></tr>
<tr><td>Num rows</td><td>21</td></tr>
<tr><th colspan="2">Hold path</th></tr>
<tr><td>Worst hold path type</td><td>in -&gt; out</td></tr>
<tr><th colspan="2">Placed design</th></tr>
<tr><td>Tally of buffers added on design ports</td><td>24</td></tr>
<tr><td>Cell area reported after detailed placement</td><td>578 µm²</td></tr>
<tr><td>Final GP Congestion</td><td>0.741</td></tr>
<tr><td>Half-perimeter wire length after placement</td><td>1.08 mm</td></tr>
<tr><th colspan="2">Clock tree</th></tr>
<tr><td>Number of buffers inserted by hold repair at cts</td><td>0</td></tr>
</table>
-- area by class of cell --
class,count,area (µm²)
Multi-Input combinational cell,31,244
Inverter,1,3.75
Fill cell,379,2780
Tap cell,46,57.6
Timing Repair Buffer,40,328
-- kinds of logic after synthesis --
logic type / synth area share, %
simple gates: 66.1
compound gates: 11.5
buf+inv: 22.4
-- per-layer routing --
layer / up-vias / GRT usage [%] / wire length (µm)
met5: - / 0 / 0
met4: 0 / 0 / 0
met3: 0 / 1.70 / 161
met2: 18 / 6.42 / 607
met1: 188 / 4.23 / 515
li1: 203 / - / -
-- final timing paths --
path              slack (ps)         end   startpoint  cells after the start
setup / recovery          50  o_memWrite  i_opcode[0]                      6
hold / removal          1140  o_aluOp[0]  i_opcode[3]                      4
-- worst max-delay path, delay by kind of cell --
kind	cells	cell delay, ps
and+or+nand+nor	3	750
buffers and inverters	3	350
-- power by group through the flow --
stage	registers, mW	logic (mW)	clock network (mW)
CTS	0	0.0731	0
global route	0	0.0856	0
finish	0	0.0789	0
-- layout by cell type (no fill, tap or decap) --
cell,count
sky130_fd_sc_hd__or4_4,1
sky130_fd_sc_hd__nand3_1,2
sky130_fd_sc_hd__nor3b_2,2
sky130_fd_sc_hd__buf_4,12
sky130_fd_sc_hd__and3_2,2
sky130_fd_sc_hd__buf_8,1
sky130_fd_sc_hd__dlygate4sd2_1,8
sky130_fd_sc_hd__buf_2,9
sky130_fd_sc_hd__nor2_1,3
sky130_fd_sc_hd__a21oi_1,2
sky130_fd_sc_hd__nor4_1,3
sky130_fd_sc_hd__nor3_4,1
sky130_fd_sc_hd__buf_6,6
sky130_fd_sc_hd__a21oi_2,1
sky130_fd_sc_hd__o21ai_0,1
sky130_fd_sc_hd__nand2_1,1
sky130_fd_sc_hd__nor2_2,2
sky130_fd_sc_hd__nand2b_1,1
sky130_fd_sc_hd__nor3_2,1
sky130_fd_sc_hd__nand2_4,1
sky130_fd_sc_hd__nor4_2,1
sky130_fd_sc_hd__nand3_2,1
sky130_fd_sc_hd__nor2_4,1
sky130_fd_sc_hd__and3_4,1
sky130_fd_sc_hd__and3_1,1
sky130_fd_sc_hd__o211ai_1,1
sky130_fd_sc_hd__and3b_2,1
sky130_fd_sc_hd__inv_1,1
sky130_fd_sc_hd__clkdlybuf4s50_1,2
sky130_fd_sc_hd__clkdlybuf4s15_1,2
-- through the flow --
stage | TNS [ps] | worst slack [ps] | power (mW) | cells
floorplan | 0 | 149 | 0.0264 | 39
global placement | -7960 | -585 | 0.0670 | 114
detailed placement | -7960 | -633 | 0.0677 | 114
CTS | 0 | 10.6 | 0.0731 | 118
global route | -7.42 | -7.42 | 0.0856 | 118
finish | 0 | 47.4 | 0.0789 | 118
-- timing repair --
| action | CTS | global route |
|---|---|---|
| setup buffers | 4 | 0 |
| pin swaps | 11 | 3 |
| gates resized | 69 | 8 |
| hold endpoints to repair | 0 | 0 |
| gates cloned | 0 | 0 |
| setup endpoints to repair | 17 | 7 |
Power is estimated from default activity; no workload was simulated.
