[./config.mk]
export PLATFORM = sky130hd
export DESIGN_NAME = alu_decode
export DESIGN_NICKNAME = alu_decode
export VERILOG_FILES = /design/flow/design.v
export SDC_FILE = /design/flow/constraint.sdc
export NUM_CORES = 4
export LEC_CHECK = 1
export CORE_AREA = 10 10 70 70
export DIE_AREA = 0 0 80 80
[./run.sh]
#!/bin/bash
# OpenROAD 26Q1-2900-gdf79404cd8, Yosys 0.63+post, stock flow scripts
make -C /OpenROAD-flow-scripts/flow DESIGN_CONFIG=/design/flow/config.mk WORK_HOME=/design/flow/orfs finish
[./constraint.sdc]
current_design alu_decode

set clk_period 1.0
set clk_io_pct 0.2

create_clock -name clk0 -period $clk_period

set non_clock_inputs [all_inputs -no_clocks]
set_input_delay [expr $clk_period * $clk_io_pct] -clock clk0 $non_clock_inputs
set_output_delay [expr $clk_period * $clk_io_pct] -clock clk0 [all_outputs]
[./design.v]
`default_nettype none
module alu_decode(
    input  wire [1:0] i_ALUOp,
    input  wire [2:0] i_funct3,
    input  wire [6:0] i_funct7,
    output wire [2:0] o_opsel,
    output wire       o_sub,
    output wire       o_unsigned,
    output wire       o_arith
);
    assign o_opsel =
        (i_ALUOp == 2'b00 || i_ALUOp == 2'b01) ? 3'b000 :
        (i_ALUOp == 2'b10 || i_ALUOp == 2'b11) ? i_funct3 :
        3'b000;
    assign o_sub =
        (i_ALUOp == 2'b01) ? 1'b1 :
        ((i_ALUOp == 2'b10) && (i_funct3 == 3'b000) && i_funct7[5]) ? 1'b1 :
        1'b0;
    assign o_unsigned =
        ((i_ALUOp == 2'b10 || i_ALUOp == 2'b11) && (i_funct3 == 3'b011)) ? 1'b1 :
        1'b0;
    assign o_arith =
        ((i_ALUOp == 2'b10 || i_ALUOp == 2'b11) &&
        ((i_funct3 == 3'b000) || (i_funct3 == 3'b010) || (i_funct3 == 3'b101 && i_funct7[5]))) ?
        1'b1 : 1'b0;
endmodule
`default_nettype wire
==> reports/results.tsv <==
stage	metric	value	unit
global_routing	largest net degree at the start of global routing	6	
global_routing	vias in the first global route	133	
timing	Fmax	737.7	MHz
flow_run	Log Warnings	41	
die	chip area	6400	um^2
setup_path	CP bufs+invs	2	
die	Die Width	80	um
setup_path	worst setup path class	in2out	
synthesis	Mapped Cells	11	
setup_path	CP Launch Type	input port	
setup_path	Critical-path top delay cell	or4b_4	
synthesis	top cell type by total area after synthesis	and2_2	
run_status	failing checks	setup timing	
routing	post-route ant nets	0	
global_routing	GR Overflow Total	0	
synthesis	Post-Syn Area	78.83	um^2
timing	setup TNS	-399.9	ps
flow_run	total of max-cap violations	0	
routing	residual DRC count	0	
global_routing	first-pass GRT wire length	731	um
synthesis	YS chip area	78.83	um^2
clocking	CTS hold repair buffers	0	
setup_path	CP delay by family, top	simple AND/OR/NAND/NOR gates	
synthesis	syn avg cell area	7.166	um^2
setup_path	crit end category	primary output	
routing	DR vias/cell	1.822	
layout	clkbuf count	0	
pwr	Peak VDD IR	0.00002524	V
setup_path	Crit path depth	4	
synthesis	top post-synthesis cells by count	and2_2 (3), inv_1 (2)	
pwr	Lkg Pwr	0.1276	nW
synthesis	register share after synthesis	0	%
timing	Slew Viols, Final	0	
setup_path	CP required	800	ps
synthesis	Top cells by area	and2_2 (29%), and4b_1 (13%), or4b_1 (13%), and3b_1 (11%), o32ai_1 (11%)	
timing	Max-slew headroom	87.26	%
setup_path	critical path's largest stage delay	520	ps
timing	# setup viols final	2	
layout	Layout area overhead	249.2	%
routing	final WL	469	um
global_routing	Total GRT Usage	1.362	%
layout	share of cells above drive strength 1	70.37	%
placement	Setup WS pre-CTS	-1165	ps
placement	Cell Area, Placed	271.5	um^2
routing	detailed-route via count	133	
setup_path	worst-path fanout max	2	
setup_path	worst-path cell chain	buf_6, or4b_4, o32ai_2, buf_2	
die	CORE AREA	3416	um^2
setup_path	CP startpoint	i_ALUOp[0]	
routing	DRT Pass-1 Iters	1	
placement	IO Port Bufs	12	
synthesis	ys cells	11	
routing	Initial DRC Count	0	
placement	gpl congestion	0.7713	
layout	fin area	275.3	um^2
timing	WHS	704.0	ps
layout	registers	0	
synthesis	most common cell in the netlist	and2_2	
pwr	Power Total	0.07355	mW
pwr	Cell Pwr Density	267.2	nW/um^2
die	Std-Cell Rows	21	
setup_path	critical path endpoint	o_sub	
setup_path	CP Data Arrival Time	1160	ps
run_status	status	finished, violations left	
routing	post-DR wirelength/cell	6.425	um
routing	# diodes	0	
global_routing	antenna violations before repair	0	
synthesis	Cell Type Count	8	
timing	RSZ-0062 raised after global routing	yes	
synthesis	Syn. warnings	0	
timing	post-route setup slack	-355.5	ps
die	Die Y	80	um
timing	Worst-Margin Slew	191.1	ps
die	fp_density	2.308	%
layout	Sequential Area	0	um^2
synthesis	post-synth top area share	28.57	%
timing	hold violation count in the final report	0	
timing	fin crit share	135.5	%
die	I/O Pins	18	
hold_path	Worst Hold Class	in2out	
timing	Final min period	1355	ps
logic make-up (layout without fill, tap and decap cells):
group / after synthesis / after routing / share of synthesized area (%)
AND-OR/OR-AND: 2 / 2 / 20.64
buffers and inverters: 2 / 18 / 9.527
AND/OR/NAND/NOR: 7 / 7 / 69.84
layer usage:
| layer | part of all wire, % | global-route usage (%) | up-vias |
|---|---|---|---|
| li1 | - | - | 72 |
| met1 | 42 | 1.648 | 52 |
| met2 | 39 | 2.247 | 9 |
| met3 | 19 | 0.6818 | 0 |
| met4 | 0 | 0 | 0 |
| met5 | 0 | 0 | - |
where the power goes:
group	internal (mW)	switching, mW	total [mW]
combinational	0.0511	0.0225	0.0736
clock	0	0	0
sequential	0	0	0
total	0.0511	0.0225	0.0736
metrics by stage:
| step | cells | utilization (%) |
|---|---|---|
| finish | 73 | 8.059 |
| global route | 73 | 8.059 |
| CTS | 73 | 8.022 |
| detailed placement | 71 | 7.949 |
| global placement | 71 | 7.949 |
| floorplan | 11 | - |
layout by cell type, fill, tap and decap left out, types with 2 or more instances in the layout:
cell type	Yosys	final
inv_1	2	2
and2_2	3	2
buf_4	0	2
clkdlybuf4s15_1	0	2
buf_2	0	6
buf_6	0	5
final cells by class:
| type | count | area, um^2 |
|---|---|---|
| fillers | 411 | 3141 |
| inverters | 2 | 7.507 |
| multi-input cells | 9 | 83.83 |
| well taps | 46 | 57.56 |
| repair buffers | 16 | 126.4 |
worst min-delay path by stage:
| stage | endpoint | slack, ps | from | cells after the start |
|---|---|---|---|---|
| 4_1_cts | o_sub | 720 | i_funct3[1] | 3 |
| 6_report | o_sub | 700 | i_ALUOp[0] | 4 |
| 5_1_grt | o_sub | 730 | i_funct3[1] | 3 |
what timing repair did:
action                                  4_1_cts  5_1_grt
setup buffers                                 2        0
endpoints found under the setup margin        6        5
pin swaps                                     5        5
resized                                      44        4
endpoints found under the hold margin         0        0
Power figures rest on the tool's default switching activity, not on a simulated workload.
